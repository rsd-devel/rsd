## flow/design.v

```verilog
package FPUTypes;
typedef struct packed {
    logic sign;
    logic [7:0] expo;
    logic [7:0] offs;
    logic [23:0] mant;
} FAddDataPath;
typedef struct packed {
    FAddDataPath lhs;
    FAddDataPath rhs;
    logic is_subtraction;
    logic prec_loss;
    logic res_is_nan;
    logic [31:0] nan;
} FAddStage1RegPath;
typedef struct packed {
    logic is_subtraction;
    logic [26:0] adder_lhs;
    logic [26:0] adder_rhs;
    logic lhs_sign;
    logic [7:0] lhs_expo;
    logic [7:0] lhs_offs;
    logic [24:0] suber_result;
    logic [4:0] lz_count;
    logic prec_loss;
    logic res_is_nan;
    logic [31:0] nan;
} FAddStage2RegPath;
typedef struct packed {
    logic [7:0] expo;
    logic [9:0] v_expo;
    logic [22:0] mant;
} FMulDataPath;
typedef struct packed {
    FMulDataPath lhs;
    FMulDataPath rhs;
    logic [9:0] virtual_expo;
    logic result_sign;
    logic subnormal;
    logic res_is_zero;
    logic res_is_nan;
    logic res_is_inf;
    logic [31:0] nan;
} FMulStage1RegPath;
typedef struct packed {
    logic [47:0] multiplier_result;
    logic [5:0] subnormal_shift;
    logic [9:0] virtual_expo;
    logic result_sign;
    logic subnormal;
    logic res_is_zero;
    logic res_is_nan;
    logic res_is_inf;
    logic [31:0] nan;
} FMulStage2RegPath;
typedef struct packed {
    logic [9:0] v_expo;
    logic [22:0] v_mant;
} FDivDataPath;
typedef struct packed {
    FDivDataPath lhs;
    FDivDataPath rhs;
    logic [9:0] virtual_expo;
    logic result_sign;
    logic subnormal;
    logic dividend_normalize;
    logic res_is_zero;
    logic res_is_nan;
    logic res_is_inf;
    logic [31:0] nan;
    logic [26:0] rem;
    logic [23:0] quo;
} FDivRegPath;
typedef struct packed {
    logic inp_sign;
    logic [8:0] v_expo;
    logic [23:0] v_mant;
    logic res_is_zero;
    logic res_is_nan;
    logic res_is_inf;
    logic [31:0] nan;
    logic [26:0] rem;
    logic [25:0] quo;
} FSQRTRegPath;
typedef struct packed {
    logic [9:0]  v_lhs_expo;
    logic [9:0]  v_rhs_expo;
    logic [23:0] v_lhs_mant;
    logic [23:0] v_rhs_mant;
    logic [9:0] virtual_expo;
    logic is_divide;
    logic result_sign;
    logic lhs_sign;
    logic subnormal;
    logic res_is_zero;
    logic res_is_nan;
    logic res_is_inf;
    logic [31:0] nan;
    logic [26:0] rem;
    logic [25:0] quo;
} FDivSqrtRegPath;
typedef struct packed {
    logic [9:0] mulres_expo;
    logic result_is_inf;
    logic result_is_nan;
    logic res_is_addend;
    logic mul_sign;
    logic prop_inf_sign;
    logic addend_sign;
    logic is_subtract;
    logic [31:0] nan;
    logic [31:0] addend;
} FMAStage1RegPath;
typedef struct packed {
    logic [9:0] mulres_expo;
    logic result_is_inf;
    logic result_is_nan;
    logic res_is_addend;
    logic mul_sign;
    logic prop_inf_sign;
    logic addend_sign;
    logic is_subtract;
    logic [31:0] nan;
    logic [31:0] addend;
} FMAStage2RegPath;
typedef struct packed {
    logic [75:0] abs_fma_result;
    logic [9:0] mulres_expo;
    logic res_is_negative;
    logic result_is_inf;
    logic result_is_nan;
    logic res_is_zero;
    logic res_is_addend;
    logic result_sign;
    logic prop_inf_sign;
    logic addend_sign;
    logic is_subtract;
    logic [31:0] nan;
    logic [31:0] addend;
} FMAStage3RegPath;
typedef struct packed {
    logic [75:0] abs_fma_result;
    logic [7:0] fmares_shift;
    logic [9:0] virtual_expo;
    logic subnormal;
    logic res_is_negative;
    logic result_is_inf;
    logic result_is_nan;
    logic res_is_zero;
    logic res_is_addend;
    logic result_sign;
    logic prop_inf_sign;
    logic addend_sign;
    logic is_subtract;
    logic [31:0] nan;
    logic [31:0] addend;
} FMAStage4RegPath;
endpackage
package MicroArchConf;
localparam CONF_FETCH_WIDTH = 2;
localparam CONF_DECODE_WIDTH = CONF_FETCH_WIDTH;       
localparam CONF_RENAME_WIDTH = CONF_FETCH_WIDTH;       
localparam CONF_DISPATCH_WIDTH = CONF_FETCH_WIDTH;     
localparam CONF_COMMIT_WIDTH = 2;     
localparam CONF_PSCALAR_NUM = 64;
localparam CONF_PSCALAR_FP_NUM = 64;
localparam CONF_ISSUE_QUEUE_ENTRY_NUM = 16;
localparam CONF_ACTIVE_LIST_ENTRY_NUM = 64;
localparam CONF_REPLAY_QUEUE_ENTRY_NUM = 20;
    localparam CONF_INT_ISSUE_WIDTH = 2;
    localparam CONF_COMPLEX_ISSUE_WIDTH = 1;
localparam CONF_LOAD_ISSUE_WIDTH = 1;        
localparam CONF_STORE_ISSUE_WIDTH = 1;       
    localparam CONF_MEM_ISSUE_WIDTH = 2;
    localparam CONF_STORE_ISSUE_LANE_BEGIN = CONF_LOAD_ISSUE_WIDTH;     
    localparam CONF_FP_ISSUE_WIDTH = 0;
localparam CONF_LOAD_QUEUE_ENTRY_NUM = 16;   
localparam CONF_STORE_QUEUE_ENTRY_NUM = 16;  
localparam CONF_BTB_ENTRY_NUM = 1024;
localparam CONF_PHT_ENTRY_NUM = 2048;
localparam CONF_BRANCH_GLOBAL_HISTORY_BIT_WIDTH = 10;    
localparam CONF_MDT_ENTRY_NUM = 1024;    
localparam CONF_DCACHE_WAY_NUM = 2;
localparam CONF_DCACHE_INDEX_BIT_WIDTH = 9 - $clog2(CONF_DCACHE_WAY_NUM);   
localparam CONF_DCACHE_LINE_BYTE_NUM = 8;     
localparam CONF_DCACHE_MSHR_NUM = 2;   
localparam CONF_ICACHE_WAY_NUM = 2;
localparam CONF_ICACHE_INDEX_BIT_WIDTH = 9 - $clog2(CONF_ICACHE_WAY_NUM);
localparam CONF_ICACHE_LINE_BYTE_NUM = 8;     
endpackage : MicroArchConf
import BasicTypes::*;
module FlipFlop #( parameter FF_WIDTH = 32, parameter RESET_VALUE = 0 )
(
    output logic [FF_WIDTH-1:0] out,
    input  logic [FF_WIDTH-1:0] in,
    input  logic clk, 
    input  logic rst
);
    logic [FF_WIDTH-1:0] body;
    always_ff@( posedge clk )            
    begin
        if( rst == 1 )                   
            body <= RESET_VALUE;
        else
            body <= in;
    end
    assign out = body;
endmodule : FlipFlop
module FlipFlopWE #( parameter FF_WIDTH = 32, parameter RESET_VALUE = 0 )
(
    output logic [FF_WIDTH-1:0] out,
    input  logic [FF_WIDTH-1:0] in,
    input  logic we,  
    input  logic clk, 
    input  logic rst
);
    logic [FF_WIDTH-1:0] body;
    always_ff@( posedge clk )            
    begin
        if( rst == 1 )                   
            body <= RESET_VALUE;
        else if( we )                    
            body <= in;
        else
            body <= body;
    end
    assign out = body;
endmodule : FlipFlopWE
```

## flow/constraint.sdc

```tcl
current_design FlipFlop

set clk_period 1.0
set clk_io_pct 0.2

create_clock -name clk0 -period $clk_period [get_ports {clk}]

set non_clock_inputs [all_inputs -no_clocks]
set_input_delay [expr $clk_period * $clk_io_pct] -clock clk0 $non_clock_inputs
set_output_delay [expr $clk_period * $clk_io_pct] -clock clk0 [all_outputs]
```

## flow/config.mk

```make
export PLATFORM = sky130hd
export DESIGN_NAME = FlipFlop
export DESIGN_NICKNAME = FlipFlop
export VERILOG_FILES = /design/flow/design.v
export SDC_FILE = /design/flow/constraint.sdc
export NUM_CORES = 4
export LEC_CHECK = 1
export CORE_AREA = 10 10 82 82
export DIE_AREA = 0 0 92 92
```

## flow/run.sh

```bash
#!/bin/bash
# OpenROAD 26Q1-2900-gdf79404cd8, Yosys 0.63+post, stock flow scripts
make -C /OpenROAD-flow-scripts/flow DESIGN_CONFIG=/design/flow/config.mk WORK_HOME=/design/flow/orfs finish
```

==> COMMIT_EDITMSG <==
Refresh implementation metrics

- The critical path goes through clkdlybuf4s15_1.
- The global routing report lists combined usage of all routing layers as under 10%.
* Worst relative slew slack: between 90% and 100%
- Internal power summed over all cells: between 2000 and 2500 uW
* # IOs: 66
- Of the total power, the clock network draws 42.4%.
- The first global-routing pass estimated 3860 um of wire.
* Worst Max-Slew Pin Slew: 0.143 ns
- Delay-heaviest family, CP: flip-flops
* Path type of the worst setup path: reg -> out
- Once detail routing completed, the nets flagged for antenna violations numbered 0.
- Summing over every cut layer, the via total after detailed routing is between 600 and 700.
- The flow ran to the end, and the final reports show no timing, DRC or antenna violations.
- Count of input and output buffers: 65
- Yosys cell types: 3
- More flip-flops sit in one register than any other, and that register is body.
- The register with the most flip-flops in the layout has 32 of them.
* Chip area: 8460 um2
- Maximum buffer depth of the clock tree: 2
- Unrepaired setup endpoints after global routing: false
- Class of the worst hold path: in -> reg
- The slowest stage of the critical path belongs to the cell dfxtp_1.
- IR analysis of the VDD net gives a maximum drop of 1110 uV.
* Total gr overflow: 0
* Pin count of the biggest net entering global routing: 33
- Critical Path Max Stage Delay: 0.31 ns
- Core Box Area: 5070 um2
- Growth of design area from synthesis to finish: 90.3%
- Period utilisation layout: about 96%
* Type of destination of the critical path: primary output
- H-tree depth: 2
- MaxCap Viol Count: 0
- Worst Setup Slack post-DPL: -0.0967 ns
- #FFs+latches synth: 32
- Synth Instances: 67
- Yosys cell count: around 67
* Die Y-Extent: around 92 um
* Antenna violations before repair: 0
* Most common logic cell in the routed design: clkdlybuf4s50_1
- The via count of the first global-routing pass was around 750.
- Per the synthesis report, the dominant area consumer among library cells is dfxtp_1.
- Power spent charging and discharging nets: about 530 uW
- Net switching share of the total power: 18.8%
- Setup fix buffers added after clock tree synthesis: 0
- A synthesized cell averages 12.9 um2.
* Registers with the most flip-flops: body: 32 flops
- Sequential fraction of the synthesis area: 74.2%
- The Yosys step of the flow raised 2 warnings.
- Timing would allow up to 1050 MHz.
- Along the worst path, the maximum fanout reaches 1.
* Initial cell density of the core: roughly 17%
- Clock Tree Root: clkbuf_8
* Clock-pin slew on the worst setup and hold paths: roughly 0.06 ns
- The routed layout reports a DRC error count of 0.
* Final-report setup violation count: 0
- The worst setup path is launched from a flip-flop.
- Wire length per cell after detailed routing: 11.5 um
- Buffering stage count on the worst path with inverters included: 1
- The analysis attributes to cell leakage a power of between 0.0006 and 0.0007 uW.
- Synth area leaders: dfxtp_1 (74%), nor2b_1 (23%), buf_4 (2.6%)
- Fin crit period: 0.957 ns
- Final Wtd Congestion: roughly 0.66
- Overall die width: 92 um
* Portion of total power attributed to sequential cells: around half
- Fraction of final layout cells with drive strength greater than 1: between 20% and 30%
- Combinational cells account for 9.4% of the total power.
- TritonCTS built the clock tree.
* Netlist Area Pre-Place: 863 um2
- Required time at the endpoint of the critical path: about 0.8 ns
* Final WL: roughly 2400 um
- Counting every sink on the clock net gives 32.
- Total power normalized to cell area comes to between 1500 and 2000 nW/um2.
* Cts bufs inserted: 5
- The tool warning count for the run is 25.
- Number of detailed-routing iterations run before antenna repair: 2
- Num rows: 26
- The area recorded from the Yosys report for this design is 863 um2.
- In the final report, the number of pins over their slew limit comes to 0.
- Ant diodes: 0
- Final core area utilization: 32.4%
- Across all setup checks in the final design, the least slack found is 0.0434 ns.
- Number of hold violations in the final report: 0
- Most frequent cells in the layout: clkdlybuf4s50_1 (33), nor2b_1 (32), dfxtp_1 (19)
- Post-detailed-route via-to-cell ratio: 3.21
* Arrival time at the worst endpoint: 0.76 ns
* 1st-iter DRT viols: 14
- Of the post-synthesis cell area, the dominant cell type holds 74.2%.
[cells in the mapped netlist]
| library cell | number |
|---|---|
| buf_4 | 3 |
| dfxtp_1 | 32 |
| nor2b_1 | 32 |
[what timing repair did]
action | 4_1_cts | 5_1_grt
setup endpoints to repair | 32 | 20
hold buffers | 0 | 0
resized | 64 | 29
[through the flow]
stage	power, uW	hold slack, ns	std cells	setup TNS [ns]	area (um2)
final	2830	0.465	208	0	1640
after global routing	2990	0.453	208	0	1640
after CTS	2900	0.461	208	0	1710
after detailed placement	1710	0.762	200	-2.87	1600
after global placement	1710	0.760	200	-2.59	1600
after floorplan	1430	0.272	67	0	863
[path summary, 6_finish.rpt]
kind / from / cells past startpoint / endpoint
hold / removal: in[18] / 2 / body[18]$_SDFF_PP0_
setup / recovery: body[14]$_SDFF_PP0_ / 1 / out[14]
[per-layer routing]
layer,track usage (%),up-vias,routed length [um]
li1,-,339,-
met1,7.02,277,1060
met2,7.71,47,919
met3,4.53,5,387
met4,0.900,0,29
met5,0,-,0
[power by group through the flow]
stage	clock [uW]	sequential [uW]	combinational, uW
4_1_cts	1250	1360	291
5_1_grt	1320	1370	294
6_report	1200	1360	265
[cell families (layout without fill, tap and decap cells)]
kind of cell / Yosys count / count (layout) / synth area share (%)
buffers and inverters: 3 / 74 / 2.61
flip-flops: 32 / 32 / 74.2
AND/OR/NAND/NOR: 32 / 32 / 23.2
[cell type report]
cell class	count	area, um2
Sequential cell	32	657
Fill cell	542	3430
Clock inverter	2	35.0
Clock buffer	6	72.6
Timing Repair Buffer	66	591
Tap cell	70	87.6
Multi-Input combinational cell	32	200
Power figures rest on the tool's default switching activity, not on a simulated workload.
