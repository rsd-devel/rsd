--- run.sh ---
#!/bin/bash
# OpenROAD 26Q1-2900-gdf79404cd8, Yosys 0.63+post, stock flow scripts
make -C /OpenROAD-flow-scripts/flow DESIGN_CONFIG=/design/flow/config.mk WORK_HOME=/design/flow/orfs finish
--- config.mk ---
export PLATFORM = sky130hd
export DESIGN_NAME = PipelinedMultiplier
export DESIGN_NICKNAME = PipelinedMultiplier
export VERILOG_FILES = /design/flow/design.v
export SDC_FILE = /design/flow/constraint.sdc
export NUM_CORES = 4
export LEC_CHECK = 1
export CORE_UTILIZATION = 40
--- constraint.sdc ---
current_design PipelinedMultiplier

set clk_period 18.6
set clk_io_pct 0.2

create_clock -name clk0 -period $clk_period [get_ports {clk}]

set non_clock_inputs [all_inputs -no_clocks]
set_input_delay [expr $clk_period * $clk_io_pct] -clock clk0 $non_clock_inputs
set_output_delay [expr $clk_period * $clk_io_pct] -clock clk0 [all_outputs]
--- design.v ---
package FPUTypes;
typedef struct packed {
    logic sign;
    logic [7:0] expo;
    logic [7:0] offs;
    logic [23:0] mant;
} FAddDataPath;
typedef struct packed {
    FAddDataPath lhs;
    FAddDataPath rhs;
    logic is_subtraction;
    logic prec_loss;
    logic res_is_nan;
    logic [31:0] nan;
} FAddStage1RegPath;
typedef struct packed {
    logic is_subtraction;
    logic [26:0] adder_lhs;
    logic [26:0] adder_rhs;
    logic lhs_sign;
    logic [7:0] lhs_expo;
    logic [7:0] lhs_offs;
    logic [24:0] suber_result;
    logic [4:0] lz_count;
    logic prec_loss;
    logic res_is_nan;
    logic [31:0] nan;
} FAddStage2RegPath;
typedef struct packed {
    logic [7:0] expo;
    logic [9:0] v_expo;
    logic [22:0] mant;
} FMulDataPath;
typedef struct packed {
    FMulDataPath lhs;
    FMulDataPath rhs;
    logic [9:0] virtual_expo;
    logic result_sign;
    logic subnormal;
    logic res_is_zero;
    logic res_is_nan;
    logic res_is_inf;
    logic [31:0] nan;
} FMulStage1RegPath;
typedef struct packed {
    logic [47:0] multiplier_result;
    logic [5:0] subnormal_shift;
    logic [9:0] virtual_expo;
    logic result_sign;
    logic subnormal;
    logic res_is_zero;
    logic res_is_nan;
    logic res_is_inf;
    logic [31:0] nan;
} FMulStage2RegPath;
typedef struct packed {
    logic [9:0] v_expo;
    logic [22:0] v_mant;
} FDivDataPath;
typedef struct packed {
    FDivDataPath lhs;
    FDivDataPath rhs;
    logic [9:0] virtual_expo;
    logic result_sign;
    logic subnormal;
    logic dividend_normalize;
    logic res_is_zero;
    logic res_is_nan;
    logic res_is_inf;
    logic [31:0] nan;
    logic [26:0] rem;
    logic [23:0] quo;
} FDivRegPath;
typedef struct packed {
    logic inp_sign;
    logic [8:0] v_expo;
    logic [23:0] v_mant;
    logic res_is_zero;
    logic res_is_nan;
    logic res_is_inf;
    logic [31:0] nan;
    logic [26:0] rem;
    logic [25:0] quo;
} FSQRTRegPath;
typedef struct packed {
    logic [9:0]  v_lhs_expo;
    logic [9:0]  v_rhs_expo;
    logic [23:0] v_lhs_mant;
    logic [23:0] v_rhs_mant;
    logic [9:0] virtual_expo;
    logic is_divide;
    logic result_sign;
    logic lhs_sign;
    logic subnormal;
    logic res_is_zero;
    logic res_is_nan;
    logic res_is_inf;
    logic [31:0] nan;
    logic [26:0] rem;
    logic [25:0] quo;
} FDivSqrtRegPath;
typedef struct packed {
    logic [9:0] mulres_expo;
    logic result_is_inf;
    logic result_is_nan;
    logic res_is_addend;
    logic mul_sign;
    logic prop_inf_sign;
    logic addend_sign;
    logic is_subtract;
    logic [31:0] nan;
    logic [31:0] addend;
} FMAStage1RegPath;
typedef struct packed {
    logic [9:0] mulres_expo;
    logic result_is_inf;
    logic result_is_nan;
    logic res_is_addend;
    logic mul_sign;
    logic prop_inf_sign;
    logic addend_sign;
    logic is_subtract;
    logic [31:0] nan;
    logic [31:0] addend;
} FMAStage2RegPath;
typedef struct packed {
    logic [75:0] abs_fma_result;
    logic [9:0] mulres_expo;
    logic res_is_negative;
    logic result_is_inf;
    logic result_is_nan;
    logic res_is_zero;
    logic res_is_addend;
    logic result_sign;
    logic prop_inf_sign;
    logic addend_sign;
    logic is_subtract;
    logic [31:0] nan;
    logic [31:0] addend;
} FMAStage3RegPath;
typedef struct packed {
    logic [75:0] abs_fma_result;
    logic [7:0] fmares_shift;
    logic [9:0] virtual_expo;
    logic subnormal;
    logic res_is_negative;
    logic result_is_inf;
    logic result_is_nan;
    logic res_is_zero;
    logic res_is_addend;
    logic result_sign;
    logic prop_inf_sign;
    logic addend_sign;
    logic is_subtract;
    logic [31:0] nan;
    logic [31:0] addend;
} FMAStage4RegPath;
endpackage
package MicroArchConf;
localparam CONF_FETCH_WIDTH = 2;
localparam CONF_DECODE_WIDTH = CONF_FETCH_WIDTH;       
localparam CONF_RENAME_WIDTH = CONF_FETCH_WIDTH;       
localparam CONF_DISPATCH_WIDTH = CONF_FETCH_WIDTH;     
localparam CONF_COMMIT_WIDTH = 2;     
localparam CONF_PSCALAR_NUM = 64;
localparam CONF_PSCALAR_FP_NUM = 64;
localparam CONF_ISSUE_QUEUE_ENTRY_NUM = 16;
localparam CONF_ACTIVE_LIST_ENTRY_NUM = 64;
localparam CONF_REPLAY_QUEUE_ENTRY_NUM = 20;
    localparam CONF_INT_ISSUE_WIDTH = 2;
    localparam CONF_COMPLEX_ISSUE_WIDTH = 1;
localparam CONF_LOAD_ISSUE_WIDTH = 1;        
localparam CONF_STORE_ISSUE_WIDTH = 1;       
    localparam CONF_MEM_ISSUE_WIDTH = 2;
    localparam CONF_STORE_ISSUE_LANE_BEGIN = CONF_LOAD_ISSUE_WIDTH;     
    localparam CONF_FP_ISSUE_WIDTH = 0;
localparam CONF_LOAD_QUEUE_ENTRY_NUM = 16;   
localparam CONF_STORE_QUEUE_ENTRY_NUM = 16;  
localparam CONF_BTB_ENTRY_NUM = 1024;
localparam CONF_PHT_ENTRY_NUM = 2048;
localparam CONF_BRANCH_GLOBAL_HISTORY_BIT_WIDTH = 10;    
localparam CONF_MDT_ENTRY_NUM = 1024;    
localparam CONF_DCACHE_WAY_NUM = 2;
localparam CONF_DCACHE_INDEX_BIT_WIDTH = 9 - $clog2(CONF_DCACHE_WAY_NUM);   
localparam CONF_DCACHE_LINE_BYTE_NUM = 8;     
localparam CONF_DCACHE_MSHR_NUM = 2;   
localparam CONF_ICACHE_WAY_NUM = 2;
localparam CONF_ICACHE_INDEX_BIT_WIDTH = 9 - $clog2(CONF_ICACHE_WAY_NUM);
localparam CONF_ICACHE_LINE_BYTE_NUM = 8;     
endpackage : MicroArchConf
module Multiplier #(
    parameter BIT_WIDTH = 32
)(
    input  logic signed [   BIT_WIDTH-1:0 ] srcA,
    input  logic signed [   BIT_WIDTH-1:0 ] srcB,
    output logic signed [ 2*BIT_WIDTH-1: 0] dst
);
    assign dst = srcA * srcB;    
endmodule : Multiplier
module SignExtender #( 
    parameter BIT_WIDTH = 32
)(
    input  logic [   BIT_WIDTH-1:0 ] in, 
    input  logic sign,
    output logic [   BIT_WIDTH:0 ] out
);
    always_comb begin
        if (sign) begin
            out = {in[BIT_WIDTH-1], in};
        end
        else begin
            out = {1'b0, in};
        end
    end    
endmodule : SignExtender
module PipelinedMultiplier #(
    parameter BIT_WIDTH = 32,
    parameter PIPELINE_DEPTH = 3
)(
    input  logic clk, stall,
    input  logic [   BIT_WIDTH-1:0 ] srcA,
    input  logic [   BIT_WIDTH-1:0 ] srcB,
    input  logic signA,
    input  logic signB,
    output logic [ 2*BIT_WIDTH-1:0 ] dst
);
    localparam RESULT_PIPELINE_DEPTH = PIPELINE_DEPTH - 2;
    logic signed [ 2*BIT_WIDTH+1:0 ] pipeReg [RESULT_PIPELINE_DEPTH];  
    logic signed [ 2*BIT_WIDTH+1:0 ] mulResult;
    logic signed [ BIT_WIDTH:0 ] exSrcA;
    logic signed [ BIT_WIDTH:0 ] exSrcB;
    logic signed [ BIT_WIDTH:0 ] exSrcA_Reg;
    logic signed [ BIT_WIDTH:0 ] exSrcB_Reg;
    SignExtender #( 
        .BIT_WIDTH(BIT_WIDTH) 
    ) signExtenderA (
        .in(srcA),
        .sign(signA),
        .out(exSrcA)
    );
    SignExtender #( 
        .BIT_WIDTH(BIT_WIDTH) 
    ) signExtenderB (
        .in(srcB),
        .sign(signB),
        .out(exSrcB)
    );
    generate 
        if (!(PIPELINE_DEPTH > 2)) begin 
            RSD_STATIC_ASSERT_FAILED non_existing_module(); 
        end 
    endgenerate;
    always_comb begin
        (* use_dsp48 = "yes" *)
        mulResult = exSrcA_Reg * exSrcB_Reg;    
        dst = pipeReg[RESULT_PIPELINE_DEPTH-1][2*BIT_WIDTH-1:0];
    end
    always_ff @(posedge clk) begin
        if (stall) begin
            exSrcA_Reg <= exSrcA_Reg;
            exSrcB_Reg <= exSrcB_Reg;
            for ( int i = 0; i < RESULT_PIPELINE_DEPTH; i++) begin
                pipeReg[i] <= pipeReg[i];
            end
        end
        else begin
            exSrcA_Reg <= exSrcA;
            exSrcB_Reg <= exSrcB;
            pipeReg[0] <= mulResult;
            for ( int i = 1; i < RESULT_PIPELINE_DEPTH; i++) begin
                pipeReg[i] <= pipeReg[i-1];
            end
        end
    end
    initial begin
        for ( int i = 0; i < PIPELINE_DEPTH-1; i++)
            pipeReg[i] <= '0;
    end
endmodule : PipelinedMultiplier
==> reports/results.ini <==
[clock_network]
post_cts_resized = 0
cts-root-buf = clkbuf_16
cts_sinks = 130
cts_tree = done
clock_path_buffers = 2
cts_buffers = 17
cts_setup_buffers = 0
clk_latency_ps = 530
htree_levels = 4
path_clk_slew_ps = 80
hold_buffers = 0

[logic_synthesis]
edf_count = 130
ys.flops = 130
synthFlopType = edfxtp_1
syn_area_um2 = 42000
ys_top_cells_by_count = fa_1 (1125), inv_1 (1077), and2_1 (555), nand2_1 (553), ha_1 (212)
ys_async_sr_fraction_pct = 0
synth.area.top_cells = fa_1 (54%), inv_1 (9.6%), edfxtp_1 (9.3%)
yosys-stat-area_um2 = 42000
avgSynthCellArea_um2 = 9.93
yosysTopAreaCellShare_pct = 53.6
ys_types = 59
ys_warn_count = 3
top_cell = fa_1
ys_seq_share_pct = 9.29
largest_area_cell = fa_1
ys_cells = 4233
netlist_instances = 4233

[final_timing]
period_needed_ps = 8820
fmax_mhz = 113
holdWs_ps = 1090
final-hold-violation-count = 0
maxSlewHeadroom_pct = 52.4
setup_viol = 0
skew_ps = 22.8
setup_ws_ps = 9780
worstMarginPinSlew_ps = 710
final.period_utilization_pct = 47.4
setup_tns_ps = 0
drv_slew = 0
grt_setup_unrepaired = false

[cells_and_area]
drive_above_1_share_pct = 2.91
area_growth_pct = 7.91

[global_routing]
gr-usage-met3_pct = 6.54
antenna_found_initial = 2
grt-busiest-layer = met2
grt_first_pass_wirelength_mm = 171
grt-ovfl-total = 0
grtUsageMet2_pct = 37.1
grt_max_degree = 44
grt_pass1_vias = 30400
use_met1_pct = 30.3
grt_use_total_pct = 22.6

[detailed_routing]
ant_nets = 0
diodes = 0
dr.first_iter.drc_count = 973
viasPerCell = 4.87
wire_per_inst_um = 18.6
drcViolationCount = 0
dr_total_vias = 27400
wirelength_mm = 105
first_pass_iters = 5

[setup_path]
cp_common_cell = fa_1
crit_slowest_cell = fa_1
worstSetupStartpoint = exSrcA_Reg[32]$_SDFFCE_PN0N_
crit_path_end_kind = register
worstSetupPathType = register to register
critPathRequiredTime_ps = 18870
max_stage_delay_ps = 850
critPathLaunchType = register
cpLargestDelayFamily = adder cells
r2r-start = exSrcA_Reg[32]$_SDFFCE_PN0N_
cp_max_fo = 32
cp_num_buf_inv = 6
r2r_slack_ps = 9780
crit_arrival_ps = 9090

[floorplan]
die_height_um = 326
initial_core_util_pct = 40.5
die_w_um = 326
placementRows = 118
io_pins = 132
chipArea_um2 = 106000
core_area_um2 = 104000

[min_path]
min_from = exSrcA_Reg[0]$_DFFE_PN_
hold_class = register to register

[placed_design]
finalWeightedCongestion = 0.961
detailed_place_hpwl_mm = 84.3
io_buffer_count = 131
dpl_worst_slack_ps = 9800

[job]
warnings = 25
drv_cap = 0

[run_status]
status = completed

## final cells by class
cell class                 instances  area, µm²
fill                            9805      58400
sequential                       130       3900
multi-input combinational       2814      33300
inverter                        1077       4050
clock inverter                    15        131
timing repair buffer             202       1840
tap                             1380       1730
clock buffer                      17        425
## final timing paths
kind                               to  cells after the start
max          pipeReg[0][61]$_DFFE_PN_                     25
min           pipeReg[0][0]$_DFFE_PN_                      2
max reg2reg  pipeReg[0][61]$_DFFE_PN_                     25
min reg2reg   pipeReg[0][0]$_DFFE_PN_                      2
## state kept, by name (all words and copies together), names as in the netlist
signal	flops
exSrcB_Reg	33
exSrcA_Reg	33
pipeReg	64
## layer usage
metal	vias to the layer above	wire [µm]
met4	0	4390
met5	-	0
met3	134	6780
li1	12100	-
met1	14400	39100
met2	738	54700
## stage by stage
step | util (%) | cell area [µm²] | instances
2_1_floorplan | - | 42000 | 4233
3_3_place_gp | 43.2 | 44800 | 5603
3_5_place_dp | 43.2 | 44800 | 5603
4_1_cts | 43.7 | 45300 | 5635
5_1_grt | 43.7 | 45300 | 5635
6_report | 43.7 | 45300 | 5635
## layout by cell type (no fill, tap or decap), types with 16 or more instances in the layout
| master | n |
|---|---|
| fa_1 | 1125 |
| clkbuf_16 | 17 |
| nand2_1 | 553 |
| a21o_1 | 20 |
| nor2_1 | 16 |
| xor2_1 | 25 |
| ha_1 | 212 |
| xnor2_1 | 54 |
| and2_1 | 555 |
| o21ai_0 | 32 |
| inv_1 | 1076 |
| nor2b_1 | 30 |
| clkdlybuf4s50_1 | 131 |
| edfxtp_1 | 130 |
| a21oi_1 | 63 |
| buf_4 | 71 |
## kinds of logic (layout without fill, tap and decap cells)
group	Yosys count	count (layout)	share of synthesized area (%)
compound gates	183	183	2.90
xor+xnor	79	79	1.65
simple gates	1215	1215	14.7
flops	130	130	9.29
buf+inv	1289	1311	11.5
fa+ha+maj	1337	1337	59.9
## worst register-to-register path: stages, from the launching register on
cell	delay, ps
edfxtp_1	320
buf_4	320
nand2_1	170
inv_1	150
fa_1	480
fa_1	560
fa_1	850
inv_1	230
fa_1	830
inv_1	360
fa_1	550
fa_1	510
fa_1	490
inv_1	50
fa_1	470
inv_1	40
ha_1	390
and3_1	270
and2_1	200
and3_1	180
nand3_1	100
or3_1	360
o21ai_1	300
a221oi_2	120
and2b_1	190
xnor2_1	110
